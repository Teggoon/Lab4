[flow/design.v]
module dat_mem #(parameter W=8, byte_count=256)(
  input                           clk,
                                  write_en,   
  input  [$clog2(byte_count)-1:0] raddr,     
                                  waddr,     
  input  [ W-1:0]                 data_in,
  output [ W-1:0]                 data_out
    );
logic [W-1:0] core[byte_count];	 
assign data_out = core[raddr] ;	 
always_ff @ (posedge clk)
  if (write_en)
    core[waddr] <= data_in;
endmodule
module lfsr6(
  input              clk,
                     en,		   
			         init,		   
  input       [5:0]  taps,		   
                     start,		   
  output logic[5:0]  state);	   
  logic[5:0] taptrn;			   
  always @(posedge clk)
	if(init) begin
	  state  <= start;			   
	  taptrn <= taps;			   
	end
	else if(en)					   
	  state  <= {state[5:0],^(state&taptrn)};
endmodule
module top_level #(parameter DW=8, AW=8, byte_count=2**AW)(
  input        clk, 
               init,
  output logic done);
logic         write_en;         
logic[AW-1:0] raddr,            
              waddr;            
logic[DW-1:0] data_in;          
wire [DW-1:0] data_out;         
logic         LFSR_en;          
logic[   5:0] taps,             
              start;            
logic[   7:0] pre_len;          
logic         taps_en,          
              start_en,         
              prelen_en;        
logic         load_LFSR;        
wire [   5:0] LFSR;             
logic[   7:0] scram;            
logic[   7:0] ct_inc;           
dat_mem dm1(.clk, .write_en, .raddr, .waddr,
            .data_in, .data_out);
lfsr6 l6(.clk, .en(LFSR_en), .init,
         .taps, .start, .state(LFSR));
logic[7:0] ct;
always @(posedge clk)
  if(init)
    ct <= 0;
  else 
	ct <= ct + ct_inc;      
always_comb begin
  write_en  = 'b0;          
  raddr     = 'b0;          
  waddr     = 'b0;          
  data_in   = 'b0;          
  LFSR_en   = 'b0;          
  prelen_en = 'b0;          
  taps_en   = 'b0;          
  start_en  = 'b0;          
  load_LFSR = 'b0;          
  ct_inc    = 'b1;          
  case(ct)
    0,1: begin   end        
    2:   begin              
           raddr      = 'd61;
           prelen_en  = 'b1;
         end
    2:   begin              
           raddr      = 'd62;   
           taps_en    = 'b1;
         end                
    3:   begin
           raddr      = 'd63;
           start_en   = 'b1;
         end
    4:   begin              
           load_LFSR  = 'b1; 
         end       
  endcase
end 
always @(posedge clk)
  if(prelen_en)
    pre_len <= data_out;       
  else if(taps_en)
    taps    <= data_out;       
  else if(start_en)
    start   <= data_out;       
assign done = &ct[5:0];
endmodule
[flow/config.mk]
export PLATFORM = sky130hd
export DESIGN_NAME = top_level
export DESIGN_NICKNAME = top_level
export VERILOG_FILES = /design/flow/design.v
export SDC_FILE = /design/flow/constraint.sdc
export NUM_CORES = 4
export LEC_CHECK = 1
export CORE_AREA = 10 10 70 70
export DIE_AREA = 0 0 80 80
[flow/run.sh]
#!/bin/bash
# OpenROAD 26Q1-2900-gdf79404cd8, Yosys 0.63+post, stock flow scripts
make -C /OpenROAD-flow-scripts/flow DESIGN_CONFIG=/design/flow/config.mk WORK_HOME=/design/flow/orfs finish
[flow/constraint.sdc]
current_design top_level

set clk_period 1.2
set clk_io_pct 0.2

create_clock -name clk0 -period $clk_period [get_ports {clk}]

set non_clock_inputs [all_inputs -no_clocks]
set_input_delay [expr $clk_period * $clk_io_pct] -clock clk0 $non_clock_inputs
set_output_delay [expr $clk_period * $clk_io_pct] -clock clk0 [all_outputs]
==> notes.md <==
Update from the flow run.

The global routing report lists met1 layer usage as under 10%. The minimum setup slack in the final design is -26.3 ps. The area growth from synthesis to final layout is 77.2%. The worst clock skew is 0.721 ps. The number of cells on the critical path is 4.

Per the layout area report, the register area comes to 123 sq um. The worst register-to-register path has a depth of 5. The pin count of the biggest net entering global routing is 6. The worst-margin pin slew is 170 ps. Traced cell by cell, the critical path runs through ha_4 > nand3_2 > nor2_1 > buf_2. The cell count after synthesis came out at 24. The count of state elements after synthesis is 6. The wire length of the first global-routing pass is 828 um. Global routing used between 2 and 2.5% of the available met2 tracks.

The via count is 206. The detailed-route vias per instance is around 2.5. The run finished, with violations left. Global routing consumed, on the met3 layer, ~1.5% of the routing resources. The number of I/O port buffers is 2. After layout, the minimum clock period comes to ~1200 ps. The CTS log lists the clock sinks for this run as 6. Per the timing report, the achievable frequency comes out to between 800 and 900 MHz. The insertion delay to the later sink of the worst-skew pair is 240 ps. The pre-CTS setup check shows a worst slack of -283 ps. Each instance of the synthesized netlist takes up on average 9.85 sq um.

The initial detailed-routing violation count is 0. According to the timing report, the arrival time at the worst endpoint equals 990 ps. The peak fanout along the critical path is 2. Max-slew check failures listed in the final report amount to 0. The Yosys step of the flow raised 3 warnings.

The required time of the worst setup path is 960 ps. The cell area power density is 1050 mW/mm^2. The cell area that synthesis handed to floorplanning was 236 sq um. The H-tree depth is 1. By instance count after routing, the leading logic cell types are buf_4, nor2_1, dfxtp_1. The starting density of the core is 6.92%. The fraction of final layout cells with drive strength greater than 1 is 50.0%. The leakage power in the latest report is ~0.15 nW. The TritonCTS buffer count is 3. Counting distinct cell types in the post-synthesis netlist gives 12.

From the final report, the count of setup violators was given as 1. The kind of cell adding the most delay to the critical path is flip-flops. The yosys stat chip area is 236 sq um.

The checks that failed: negative setup slack. The final routed wire length divided by cell count is 5.54 um. In the final layout, the registers with the most flip-flops are ct x6. Looking at the VDD voltage map, the peak drop is around 0.59 mV. Measured along the y axis, the die boundary spans 80 um. The routability congestion estimate from global placement is 0.697.

The hold buffer count at cts is 0. Adding up every negative setup slack in the final design gives -26.3 ps. Setup repair after global routing could not meet its margin everywhere. The largest stage delay on the critical path is 350 ps. The fill cell total of the finished layout is ~400.

The type of the setup path with the least slack is reg2out. The synthesized netlist was found by Yosys to have 24 cells. TritonCTS built the clock tree. The iteration tally of the first detailed-router pass is 1. The clock input transition at the sequential cells of the worst setup and hold paths is 40 ps. The number of maximum-capacitance constraint violations is 0. From left edge to right edge, the die measures about 80 um.

The placement row count is 21. Note, the detailed placer reported a final HPWL of 340 um. Looking at area per cell type in the netlist, the leader is dfxtp_1. Per the final timing report, the hold violations number 0. In the final layout, the multi-input gates occupy between 100 and 150 sq um. In this run the tightest slew margin relative to its limit is 88.5%.

The sequential share of the synthesized area is 50.8%. The register name with the most flops is ct. The type of origin of the critical path is a register.

In the post-synthesis netlist, the biggest area contributors are dfxtp_1, nor2_1, xor2_1. In this run the standard cell core region covers between 0.003 and 0.004 sq mm. The DRC violation total left in the routed layout is recorded as 0.

The report gives the cell count of the worst hold path as 2. The layer flagged by global routing as most heavily used is met2. The worst hold path belongs to the class reg2reg. The flip-flop count of the largest register after layout is 6. Per the post-run analysis, buffers plus inverters along the critical path come to 1.

The initial antenna violation count came to 0. Dividing the final minimum period by the clock period gives 102%. Yosys reports that the leading cell type by area covers about half of the netlist area. The number of routed nets with antenna violations is 0. The clock passes through at most 2 buffers. Looking at the clock tree report, the root buffer type is clkbuf_4.

OpenROAD emitted warnings numbering 27. The total global routing overflow is 0. The total die size is about 0.0064 sq mm. Per the STA report, the cell with the highest stage delay on the worst path is dfxtp_2. The most frequent standard cell in the layout excluding fill and tap cells is buf_4. In this run the count of I/O pins placed on the die edge is 3. Per the detailed-route log, wirelength across all metal layers totals 465 um. The overall global routing resource usage is 1.65%. STA classifies the critical path endpoint as an output port. The number of global-route vias before repair is 223. The total antenna diodes in the routed design is 0.
worst reg2reg max path: stages (launching register included):
cell and delay (ps):
dfxtp_2 350, ha_4 140, nand3_2 60, buf_4 140, xor2_1 120, nor2_1 60
path summary, 6_finish.rpt:
path                            start  endpoint  slack (ps)
worst min-delay path            ct[0]     ct[0]         530
worst min register to register  ct[0]     ct[0]         530
worst max-delay path            ct[1]      done         -30
worst max register to register  ct[1]     ct[4]         230
area by class of cell:
type / instances / area share, %
multi-input combinational: 18 / 31.9
sequential: 6 / 29.3
timing repair buffer: 11 / 19.7
tap: 46 / 13.7
clock buffer: 3 / 5.37
report_power, final:
group | total [mW] | switching [mW] | internal [mW]
Clock | 0.181 | 0.0686 | 0.113
Combinational | 0.0418 | 0.0150 | 0.0269
Sequential | 0.218 | 0.00779 | 0.210
synth_stat cells:
library cell / number
xor2_1: 2
dfxtp_1: 6
nand2_1: 2
nor2_1: 6
o21bai_1: 1
xnor2_1: 1
nand3_1: 1
nand2b_1: 1
nand3_2: 1
ha_1: 1
nor4_2: 1
nor2b_1: 1
logic make-up (layout without fill, tap and decap cells):
group	after synthesis	count (layout)	share of synthesized area, %
and+or+nand+nor	13	13	29.6
DFF	6	6	50.8
buffers and inverters	0	14	0
xor gates and xnor gates	3	3	11.1
AOI/OAI and AO/OA	1	1	3.18
adders and majority gates	1	1	5.29
repair_timing:
action | 4_1_cts | 5_1_grt
gates cloned | 0 | 0
setup buffers | 2 | 0
pin swaps | 2 | 0
resized | 9 | 0
setup endpoints to repair | 1 | 1
metal layers:
layer	routed length [um]	part of all wire, %	vias up
met5	0	0	-
met4	10	2.2	0
met3	56	12	2
met2	173	37	6
met1	223	48	91
li1	-	-	107
through the flow:
stage | power (mW) | instances | utilization [%] | cell area [sq um] | hold WS [ps]
floorplan | 0.230 | 24 | - | 236 | 307
global placement | 0.252 | 79 | 10.7 | 367 | 507
detailed placement | 0.253 | 79 | 10.7 | 367 | 520
CTS | 0.449 | 84 | 12.3 | 419 | 530
global route | 0.469 | 84 | 12.3 | 419 | 549
finish | 0.441 | 84 | 12.3 | 419 | 527
Power is estimated from default activity; no workload was simulated.
